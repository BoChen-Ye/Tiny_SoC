[design/flow/run.sh]
#!/bin/bash
# OpenROAD 26Q1-2900-gdf79404cd8, Yosys 0.63+post, stock flow scripts
make -C /OpenROAD-flow-scripts/flow DESIGN_CONFIG=/design/flow/config.mk WORK_HOME=/design/flow/orfs finish
[design/flow/constraint.sdc]
current_design Buffer3

set clk_period 8.8
set clk_io_pct 0.2

create_clock -name clk0 -period $clk_period [get_ports {clk}]

set non_clock_inputs [all_inputs -no_clocks]
set_input_delay [expr $clk_period * $clk_io_pct] -clock clk0 $non_clock_inputs
set_output_delay [expr $clk_period * $clk_io_pct] -clock clk0 [all_outputs]
[design/flow/config.mk]
export PLATFORM = sky130hd
export DESIGN_NAME = Buffer3
export DESIGN_NICKNAME = Buffer3
export VERILOG_FILES = /design/flow/design.v
export SDC_FILE = /design/flow/constraint.sdc
export NUM_CORES = 4
export LEC_CHECK = 1
export CORE_UTILIZATION = 50
[design/flow/design.v]
`timescale 1ns / 1ps
module Buffer3#(
parameter FIFO_DEPTH = 3,FIFO_WIDTH = 32, ADDR=60
)(
	input clk,reset,
    input [31:0] addr,
    input [31:0] data_in,
    input en_w,en_r,
	output wire [31:0] out_1,out_2,out_3,
	output full,empty
    );
	logic [31:0] fifo_1,fifo_2,fifo_3;
	logic wen1,wen2,wen3;
	logic empty1,empty2,empty3;
	logic full1,full2,full3;
	assign full = full3;
	assign empty = empty3;
    always_ff @(posedge clk or posedge reset) begin
		if(reset)begin
			fifo_1<='d0;
			fifo_2<='d0;
			fifo_3<='d0;
			wen1<=0;
			wen2<=0;
			wen3<=0;
		end	
        else if (en_w) begin
            if(addr[27:0] <= (ADDR+FIFO_DEPTH*4) && !full1)begin 
                fifo_1 <= data_in;
				wen1<=1'b1;
			end
			else if(addr[27:0] > (ADDR+FIFO_DEPTH*4)&& addr[27:0] <= (ADDR+FIFO_DEPTH*4*2) && !full2)begin 
                fifo_2 <= data_in;
				wen2<=1'b1;
				fifo_1 <= 'd0;
				wen1<=1'b0;
			end
			else if(addr[27:0] > (ADDR+FIFO_DEPTH*4*2)&&addr[27:0] <= (ADDR+FIFO_DEPTH*4*3) && !full3)begin 
                fifo_3 <= data_in;
				wen3<=1'b1;
				fifo_2 <= 'd0;
				wen2<=1'b0;
			end
			else begin
				fifo_3 <= 'd0;
				wen3<=1'b0;
				end
		end
		else begin
			fifo_1<='d0;
			fifo_2<='d0;
			fifo_3<='d0;
			wen1<=0;
			wen2<=0;
			wen3<=0;
		end
    end
	FIFO#(FIFO_DEPTH,FIFO_WIDTH) u_fifo1(
		.clk,
		.rstn(!reset),
		.wr_en(wen1),
		.rd_en(en_r),
		.data_in(fifo_1),
		.data_out(out_1),
		.empty(empty1),
		.full(full1)
	);
	FIFO#(FIFO_DEPTH,FIFO_WIDTH) u_fifo2(
		.clk,
		.rstn(!reset),
		.wr_en(wen2),
		.rd_en(en_r),
		.data_in(fifo_2),
		.data_out(out_2),
		.empty(empty2),
		.full(full2)
	);
	FIFO#(FIFO_DEPTH,FIFO_WIDTH) u_fifo3(
		.clk,
		.rstn(!reset),
		.wr_en(wen3),
		.rd_en(en_r),
		.data_in(fifo_3),
		.data_out(out_3),
		.empty(empty3),
		.full(full3)
	);
endmodule
`timescale 1ns / 1ps
module FIFO
#(parameter depth=16,width=32)
(
	input clk,rstn, 
	input wr_en,rd_en, 
	input  [width-1:0]data_in, 
	output logic [width-1:0]data_out, 
	output logic empty,full 
);
logic   [width-1:0] ram[depth-1:0]; 
logic   [$clog2(depth):0] wr_ptr,rd_ptr; 
logic   [$clog2(depth):0] counter; 
always_ff@(posedge clk or negedge rstn)
begin
	if(!rstn)
	begin
		counter<=0;
		data_out<=0;
		wr_ptr<=0;
		rd_ptr<=0;
	end
	else
	begin
		case({wr_en,rd_en})
		2'b00: begin
			counter<=counter;
			data_out<='d0;
		end
		2'b01: 
        begin
			data_out<=ram[rd_ptr]; 
		    counter<=counter-1;
		    rd_ptr<=(rd_ptr==depth-1)?0:rd_ptr+1;
		end
		2'b10:
        begin
		    ram[wr_ptr]<=data_in; 
		    counter<=counter+1;
		    wr_ptr<=(wr_ptr==depth-1)?0:wr_ptr+1;
		end
		2'b11:
        begin
		    ram[wr_ptr]<=data_in; 
		    data_out<=ram[rd_ptr];
		    wr_ptr<=(wr_ptr==depth-1)?0:wr_ptr+1;
		    rd_ptr<=(rd_ptr==depth-1)?0:rd_ptr+1;
		end 
		endcase
	end
end
assign empty=(counter==0)?1:0;
assign full =(counter==depth-1)?1:0;
endmodule
==> qor.yml <==
final_timing:
  maxSlewHeadroom_pct: 44.0
  fmax_mhz: 259
  setup_tns_ns: 0
  whs_ns: 0.466
  maxSlewViolCount: 0
  finalCritPeriodShare_pct: 43.9
  worst_clock_skew_ns: 0.0197
  tightest_slew_ns: 0.839
  setup_violations: 0
  rsz0062_at_grt: "no"
  min_period_ns: 3.86
  hold_violations: 0
drt:
  drtIter0Drc: 698
  wirelength_microns: 44300
  vias: 12300
  vias_per_cell: 5.56
  firstDrtPassIters: 5
  avgRoutedWirePerCell_microns: 20.0
  n_antenna_cell: 0
  detail-route-antenna-nets: 0
  drc: 0
cts:
  cts.repair.resized: 0
  hold_buffers: 0
  clockBufferDepth: 3
  cts_max_level: 2
  cts_buffers: 51
  postCtsSetupRepairBufs: 0
  cts_tree: "done"
  worst_skew_pair.late_latency_ns: 0.59
  clkSinkCount: 510
  root_buffer: "clkbuf_16"
  cts.clk_slew.worst_paths_ns: 0.06
logic_synthesis:
  synth.avg_cell_area_sq_um: 12.8
  synthTopCellsByArea: "edfxtp_1 44%, dfrtp_1 29%, nand2_1 4.6%"
  top_area_cell: "edfxtp_1"
  synth.distinct_cells: 42
  ys_chip_area_sq_um: 19400
  ys.flops: 510
  top_cells_by_count: "288 x edfxtp_1, 237 x nand2_1, 222 x dfrtp_1"
  synth_seq_share_pct: 73.0
  top_area_share_pct: 44.5
  synth_area_sq_um: 19400
  synthArstFlopShare_pct: 43.5
  edf_count: 288
  ys_warn_count: 3
  ys_cells: 1520
  top_cell: "edfxtp_1"
  flop_cell: "edfxtp_1"
  syn_inst: 1520
global_routing:
  grt_remaining_overflow: 0
  grt_pass1_vias: 12200
  grt_use_total_pct: 25.6
  antenna_found_initial: 0
  grt_max_degree: 94
  grt_pass1_wl_microns: 69600
job:
  drv_cap: 0
  warnings: 44
setup_path:
  end_kind: "flop"
  cp-start-kind: "input pin"
  crit_arrival_ns: 4.29
  critPathKind: "input pin to flop"
  crit_required_ns: 9.22
  path_max_fanout: 34
finish:
  comb_area_sq_um: 4810
  fin_cells: 2215
  drive_gt1_share_pct: 8.22
  fillCellCount: 2879
  synthToLayoutAreaGrowth_pct: 19.9
  final_util_pct: 61.5
  regArea_sq_um: 14200
die:
  dieHeight_microns: 199
  initial_core_util_pct: 51.3
  chipArea_sq_um: 39700
  die_w_microns: 199
  pin_count: 166
  num_rows: 71
  core_sq_um: 37900
placement:
  dp.cells: 2121
  dp_hpwl_microns: 26700
  io_buffers: 161
  finalWeightedCongestion: 0.818
worst_hold_path:
  min_path_type: "flop to flop"
status:
  status: "complete, no violations"
pwr:
  p_leak_nw: 8.48
  power_density_nw_per_um2: 275
  power_mw: 6.41
  peakVddDrop_v: 0.000188
==> area by class of cell <==
| class | count | area share (%) |
|---|---|---|
| tap | 511 | 2.74 |
| inverter | 21 | 0.370 |
| multi-input combinational | 886 | 20.6 |
| timing repair buffer | 193 | 7.92 |
| sequential | 510 | 60.9 |
| clock inverter | 12 | 0.805 |
| clock buffer | 82 | 6.63 |
==> metal layers <==
metal  vias up  part of all wire (%)  track usage (%)
li1       5812                     -                -
met1      6057                    42             41.6
met2       399                    46             36.4
met3        54                    10             10.9
met4         0                   1.7             4.13
met5         -                     0                0
==> state kept, by name (all words and copies together) (netlist names), 32 cells and up <==
| name | count |
|---|---|
| u_fifo1.ram | 96 |
| u_fifo2.ram | 96 |
| u_fifo3.ram | 96 |
| fifo_1 | 32 |
| fifo_2 | 32 |
| fifo_3 | 32 |
| u_fifo1.data_out | 32 |
| u_fifo2.data_out | 32 |
| u_fifo3.data_out | 32 |
==> where the power goes <==
part           internal, mW  switching [mW]
Clock                  1.34           0.872
Combinational         0.608           0.762
Sequential             2.70           0.121
Total                  4.65            1.76
==> final timing paths <==
check	startpoint	endpoint	slack, ns	cells past startpoint
max reg2reg	u_fifo3.counter[0]	fifo_2[22]	6.27	8
min reg2reg	u_fifo2.counter[2]	u_fifo2.counter[2]	0.47	1
max	addr[0]	fifo_2[22]	4.94	7
max in group asynchronous	reset	u_fifo1.data_out[18]	5.89	4
min	u_fifo2.counter[2]	u_fifo2.counter[2]	0.47	1
min in group asynchronous	reset	u_fifo2.counter[0]	1.76	3
==> metrics by stage <==
stage,worst slack (ns),instance area [sq um]
after floorplan,0.770,19400
after global placement,4.39,21600
after detailed placement,4.39,21600
after CTS,5.01,23300
after global routing,4.81,23300
final,4.94,23300
==> kinds of logic (layout without fill, tap and decap cells) <==
kind of cell               count (synthesis)  after routing  share of synthesized area [%]
AOI/OAI and AO/OA                        458            458                           13.6
and+or+nand+nor                          383            383                           8.06
adders and majority gates                 24             24                           1.66
DFF                                      510            510                           73.0
muxes                                      9              9                          0.502
buffers and inverters                    124            308                           2.55
xor gates and xnor gates                  12             12                          0.541
==> cell usage in the layout (no fill, tap or decap), types with 4 or more instances in the layout <==
master / instances
clkbuf_8: 11
nor4_1: 4
buf_4: 32
or2_2: 6
a21oi_1: 131
dfrtp_1: 222
mux2_2: 6
o21ai_0: 146
ha_1: 18
clkbuf_16: 53
o21ai_1: 5
nor3_2: 4
xnor2_1: 6
bufinv_16: 5
inv_1: 20
clkbuf_1: 18
a22oi_1: 96
clkinv_2: 5
clkdlybuf4s50_1: 160
nor4_2: 6
nand2_1: 237
o22ai_1: 70
edfxtp_1: 288
xor2_1: 6
nor2_1: 110
==> critical path, cell delays in order <==
cell and delay (ns):
clkdlybuf4s50_1 0.44, or3_1 0.38, nor4_1 0.37, a31o_2 0.17
buf_4 0.41, o21a_2 0.60, o22ai_1 0.14
Power and IR drop assume default switching activity.
