$ cat design.v
`timescale 1ns / 1ps
module Address_Buffer#(
parameter FIFO_DEPTH = 4,FIFO_WIDTH = 32, ADDR=0
)(
	input clk,reset,
    input [31:0] addr,
    input [31:0] data_in,
    input en_w,en_r,
	output wire [31:0] out_1,out_2,out_3,out_4,
	output full,empty
    );
	logic [31:0] fifo_1,fifo_2,fifo_3,fifo_4;
	logic wen1,wen2,wen3,wen4;
	logic empty1,empty2,empty3,empty4;
	logic full1,full2,full3,full4;
	assign full = full4;
	assign empty = empty4;
    always_ff @(posedge clk or posedge reset) begin
		if(reset)begin
			fifo_1<='d0;
			fifo_2<='d0;
			fifo_3<='d0;
			fifo_4<='d0;
			wen1<=0;
			wen2<=0;
			wen3<=0;
			wen4<=0;
		end	
        else if (en_w) begin
            if(addr[27:0] <= ADDR && !full1)begin 
                fifo_1 <= data_in;
				wen1<=1'b1;
			end
			else if(addr[27:0] <= (ADDR+FIFO_DEPTH*4)&& !full2)begin 
                fifo_2 <= data_in;
				wen2<=1'b1;
				fifo_1 <= 'd0;
				wen1<=1'b0;
			end
			else if(addr[27:0] <= (ADDR+FIFO_DEPTH*4*2)&& !full3)begin 
                fifo_3 <= data_in;
				wen3<=1'b1;
				fifo_2 <= 'd0;
				wen2<=1'b0;
			end
			else if(addr[27:0] <= (ADDR+FIFO_DEPTH*4*3)&& !full4)begin 
                fifo_4 <= data_in;
				wen4<=1'b1;
				fifo_3 <= 'd0;
				wen3<=1'b0;
			end
			else begin
				fifo_4 <= 'd0;
				wen4<=1'b0;
			end
		end
		else begin
			fifo_1<='d0;
			fifo_2<='d0;
			fifo_3<='d0;
			fifo_4<='d0;
			wen1<=0;
			wen2<=0;
			wen3<=0;
			wen4<=0;
		end
    end
	FIFO#(FIFO_DEPTH,FIFO_WIDTH) u_fifo1(
		.clk,
		.rstn(!reset),
		.wr_en(wen1),
		.rd_en(en_r),
		.data_in(fifo_1),
		.data_out(out_1),
		.empty(empty1),
		.full(full1)
	);
	FIFO#(FIFO_DEPTH,FIFO_WIDTH) u_fifo2(
		.clk,
		.rstn(!reset),
		.wr_en(wen2),
		.rd_en(en_r),
		.data_in(fifo_2),
		.data_out(out_2),
		.empty(empty2),
		.full(full2)
	);
	FIFO#(FIFO_DEPTH,FIFO_WIDTH) u_fifo3(
		.clk,
		.rstn(!reset),
		.wr_en(wen3),
		.rd_en(en_r),
		.data_in(fifo_3),
		.data_out(out_3),
		.empty(empty3),
		.full(full3)
	);
	FIFO#(FIFO_DEPTH,FIFO_WIDTH) u_fifo4(
		.clk,
		.rstn(!reset),
		.wr_en(wen4),
		.rd_en(en_r),
		.data_in(fifo_4),
		.data_out(out_4),
		.empty(empty4),
		.full(full4)
	);
endmodule
`timescale 1ns / 1ps
module FIFO
#(parameter depth=16,width=32)
(
	input clk,rstn, 
	input wr_en,rd_en, 
	input  [width-1:0]data_in, 
	output logic [width-1:0]data_out, 
	output logic empty,full 
);
logic   [width-1:0] ram[depth-1:0]; 
logic   [$clog2(depth):0] wr_ptr,rd_ptr; 
logic   [$clog2(depth):0] counter; 
always_ff@(posedge clk or negedge rstn)
begin
	if(!rstn)
	begin
		counter<=0;
		data_out<=0;
		wr_ptr<=0;
		rd_ptr<=0;
	end
	else
	begin
		case({wr_en,rd_en})
		2'b00: begin
			counter<=counter;
			data_out<='d0;
		end
		2'b01: 
        begin
			data_out<=ram[rd_ptr]; 
		    counter<=counter-1;
		    rd_ptr<=(rd_ptr==depth-1)?0:rd_ptr+1;
		end
		2'b10:
        begin
		    ram[wr_ptr]<=data_in; 
		    counter<=counter+1;
		    wr_ptr<=(wr_ptr==depth-1)?0:wr_ptr+1;
		end
		2'b11:
        begin
		    ram[wr_ptr]<=data_in; 
		    data_out<=ram[rd_ptr];
		    wr_ptr<=(wr_ptr==depth-1)?0:wr_ptr+1;
		    rd_ptr<=(rd_ptr==depth-1)?0:rd_ptr+1;
		end 
		endcase
	end
end
assign empty=(counter==0)?1:0;
assign full =(counter==depth-1)?1:0;
endmodule
$ cat run.sh
#!/bin/bash
# OpenROAD 26Q1-2900-gdf79404cd8, Yosys 0.63+post, stock flow scripts
make -C /OpenROAD-flow-scripts/flow DESIGN_CONFIG=/design/flow/config.mk WORK_HOME=/design/flow/orfs finish
$ cat config.mk
export PLATFORM = sky130hd
export DESIGN_NAME = Address_Buffer
export DESIGN_NICKNAME = Address_Buffer
export VERILOG_FILES = /design/flow/design.v
export SDC_FILE = /design/flow/constraint.sdc
export NUM_CORES = 4
export LEC_CHECK = 1
export CORE_UTILIZATION = 40
$ cat constraint.sdc
current_design Address_Buffer

set clk_period 6.5
set clk_io_pct 0.2

create_clock -name clk0 -period $clk_period [get_ports {clk}]

set non_clock_inputs [all_inputs -no_clocks]
set_input_delay [expr $clk_period * $clk_io_pct] -clock clk0 $non_clock_inputs
set_output_delay [expr $clk_period * $clk_io_pct] -clock clk0 [all_outputs]
==> flow_metrics.env <==
# yosys + openroad results
export IMPL_yosys_cells=1808
export IMPL_power_internal_mw=8.900
export IMPL_die_area_um2=75500
export IMPL_skew_ns=0.01532
export IMPL_area_growth_pct=18.93
export IMPL_cellPowerDensity_nw_per_um2=340.6
export IMPL_rsz0062_at_grt="no"
export IMPL_cap_violations=0
export IMPL_p_sw_mw=3.155
export IMPL_tightestPinTransition_ns=0.9760
export IMPL_fp_coreArea_um2=73330
export IMPL_max_vdd_ir_drop_mv=0.2034
export IMPL_end_kind="flop"
export IMPL_cp_top_family="buffers and inverters"
export IMPL_drtIter0Drc=1116
export IMPL_synth_warnings=3
export IMPL_fillCellCount=5982
export IMPL_gp_congestion=0.8347
export IMPL_portBuffers=193
export IMPL_worstPathRequired_ns=6.78
export IMPL_max_slew_margin=0.3493
export IMPL_cpMaxStageDelayCell="and2_1"
export IMPL_cts_setup_buffers=0
export IMPL_fp_util=0.4059
export IMPL_wirelength_um=72580
export IMPL_htree_levels=3
export IMPL_yosysTopAreaCell="edfxtp_1"
export IMPL_ys_ff=808
export IMPL_die_h_um=274.8
export IMPL_grt_pass1_vias=17940
export IMPL_wl_per_cell_um=23.90
export IMPL_power_total_mw=12.06
export IMPL_path_clk_slew_ns=0.06
export IMPL_cts_hold_buf=0
export IMPL_drt_first_pass_iters=19
export IMPL_cts_resized=0
export IMPL_synth_async_sr_flop_share=0.3663
export IMPL_status="finished clean"
export IMPL_warnings=65
export IMPL_clockBufferDepth=3
export IMPL_lay_top_cells="edfxtp_1 (512), dfrtp_1 (296), a22o_1 (256)"
export IMPL_yosysSeqAreaShare=0.7655
export IMPL_edf_count=512
export IMPL_setup_tns_ns=0
export IMPL_cp_cell_sequence="clkdlybuf4s50_1 -> inv_1 -> ha_1 -> nor2_1 -> nor2_1 -> and2_1 -> buf_4"
export IMPL_p_leak_nw=13.47
export IMPL_reg2reg_from="wen2"
export IMPL_grt_usage=0.2116
export IMPL_synth_area_per_cell_um2=16.46
export IMPL_clock_sinks=808
export IMPL_synthDistinctLibCells=43
export IMPL_critPathKind="in -> reg"
export IMPL_switching_share=0.2617
export IMPL_combPwrFrac=0.161
export IMPL_clk_latency_ns=0.61
export IMPL_place_detailed_hpwl_um=40950
export IMPL_yosys_stat_area_um2=29760
export IMPL_ff_type="edfxtp_1"
export IMPL_startpoint_type="input port"
export IMPL_hp_class="reg -> reg"
export IMPL_vias=16820
export IMPL_grt_max_degree=96
export IMPL_grt_pass1_wl_um=108400
export IMPL_seqPwrFrac=0.472
export IMPL_rows=99
export IMPL_vias_per_cell=5.539
export IMPL_finalHoldViolCount=0
export IMPL_grt_ovfl_total=0
export IMPL_crit_arrival_ns=4.27
export IMPL_cts_tree="done"
export IMPL_critical_path_startpoint="en_r"
export IMPL_chipWidth_um=274.8
export IMPL_crit_top_cell="nor2_1"
export IMPL_ios=198
export IMPL_hp_start="u_fifo3.counter[2]"
export IMPL_cts_buffers=79
export IMPL_drive_gt1_frac=0.09774
export IMPL_fin_crit_sh=0.6139
export IMPL_power_share_clock=0.367
export IMPL_syn_area_um2=29760
export IMPL_netlist_area_leader_share=0.5166
export IMPL_synth_area_top_cells="edfxtp_1 (52%), dfrtp_1 (25%), a22o_1 (7.5%)"
export IMPL_cp_max_fo=17
export IMPL_antenna_found_initial=1
export IMPL_layout_top_cell="edfxtp_1"
export IMPL_setup_viol=0
export IMPL_drtAntennaViolNets=0
export IMPL_clockRootBuffer="clkbuf_16"
export IMPL_slew_violations=0
export IMPL_drcViolationCount=0
export IMPL_cpPeakStageDelay_ns=0.79
export IMPL_syn_instance_count=1808
export IMPL_layout_min_cycle_time_ns=3.990
export IMPL_clock_fmax_ghz=0.2506
export IMPL_critPathBufInv=3
## cells in the mapped netlist, drive strengths merged (2+ instances only)
cell      n
o22ai     8
nand2   147
a222oi  128
inv      44
nand3     2
edfxtp  512
nor2     23
nand3b    3
mux2      5
a21oi     3
fa        4
xnor2     4
nor3      9
dfrtp   296
clkbuf   94
and2     13
xor2      8
a31oi     2
buf      27
ha       48
a22o    256
nand4     2
nor4      6
a21o      3
o21ai   144
o21a      8
## layer usage
layer | GRT usage | part of all wire | vias to the layer above
met5 | 0.001880 | 0 | -
met4 | 0.05336 | 0.030 | 0
met3 | 0.1444 | 0.15 | 124
met2 | 0.3078 | 0.46 | 828
met1 | 0.2696 | 0.36 | 8256
li1 | - | - | 7615
## worst paths after layout
| kind | end | slack (ns) | cells after the start |
|---|---|---|---|
| max | u_fifo2.ram[0][29] | 2.51 | 7 |
| min in group asynchronous | u_fifo4.wr_ptr[2] | 1.28 | 3 |
| min | u_fifo3.counter[2] | 0.47 | 1 |
| max reg2reg | u_fifo2.ram[0][29] | 4.00 | 5 |
| max in group asynchronous | fifo_1[0] | 3.74 | 5 |
| min reg2reg | u_fifo3.counter[2] | 0.47 | 1 |
## power by group through the flow
| stage | Combinational [mW] | Clock (mW) | Sequential, mW |
|---|---|---|---|
| after CTS | 1.98 | 4.51 | 5.69 |
| final | 1.95 | 4.42 | 5.69 |
| after global routing | 2.17 | 4.72 | 5.71 |
## state kept, by name (all words and copies together), names as in the netlist, 3 cells and up
name	flops
u_fifo3.rd_ptr	3
fifo_3	32
fifo_4	32
u_fifo1.wr_ptr	3
u_fifo1.data_out	32
u_fifo2.data_out	32
u_fifo4.data_out	32
fifo_2	32
u_fifo3.wr_ptr	3
u_fifo4.wr_ptr	3
u_fifo3.data_out	32
u_fifo4.ram	128
u_fifo2.counter	3
u_fifo1.counter	3
u_fifo3.counter	3
u_fifo2.wr_ptr	3
u_fifo4.counter	3
u_fifo1.ram	128
u_fifo2.ram	128
u_fifo2.rd_ptr	3
u_fifo3.ram	128
u_fifo1.rd_ptr	3
fifo_1	32
u_fifo4.rd_ptr	3
## final cells by class
class	count	area [um2]	area share
sequential	808	22780	0.6436
multi-input combinational	834	6361	0.1797
timing repair buffer	247	2350	0.06638
clock buffer	112	2235	0.06313
tap	959	1200	0.03390
clock inverter	31	294.0	0.008307
inverter	45	172.7	0.004878
antenna	1	2.502	0.00007070
## metrics by stage
| step | worst slack [ns] | util | std cells | cell area [um2] | hold WS [ns] |
|---|---|---|---|---|---|
| 6_report | 2.510 | 0.4827 | 3037 | 35400 | 0.4702 |
| 2_1_floorplan | 1.040 | - | 1808 | 29770 | 0.4331 |
| 5_1_grt | 2.303 | 0.4827 | 3036 | 35390 | 0.4852 |
| 3_5_place_dp | 1.869 | 0.4482 | 2893 | 32870 | 0.4598 |
| 4_1_cts | 2.509 | 0.4827 | 3036 | 35390 | 0.4693 |
| 3_3_place_gp | 1.900 | 0.4482 | 2893 | 32870 | 0.4471 |
## cell families after synthesis
logic type,share of synthesized area
flip-flops,0.7655
XOR/XNOR,0.003531
multiplexers,0.001892
AND/OR/NAND/NOR,0.03107
adder cells (fa/ha/maj),0.02287
AND-OR/OR-AND,0.1520
buffers and inverters,0.02316
Power and IR drop assume default switching activity.
