File: flow/run.sh
#!/bin/bash
# OpenROAD 26Q1-2900-gdf79404cd8, Yosys 0.63+post, stock flow scripts
make -C /OpenROAD-flow-scripts/flow DESIGN_CONFIG=/design/flow/config.mk WORK_HOME=/design/flow/orfs finish
File: flow/config.mk
export PLATFORM = sky130hd
export DESIGN_NAME = AHB_to_ACC
export DESIGN_NICKNAME = AHB_to_ACC
export VERILOG_FILES = /design/flow/design.v
export SDC_FILE = /design/flow/constraint.sdc
export NUM_CORES = 4
export LEC_CHECK = 1
export CORE_AREA = 10 10 141 141
export DIE_AREA = 0 0 151 151
File: flow/constraint.sdc
current_design AHB_to_ACC

set clk_period 1.7
set clk_io_pct 0.2

create_clock -name clk0 -period $clk_period [get_ports {clk}]

set non_clock_inputs [all_inputs -no_clocks]
set_input_delay [expr $clk_period * $clk_io_pct] -clock clk0 $non_clock_inputs
set_output_delay [expr $clk_period * $clk_io_pct] -clock clk0 [all_outputs]
File: flow/design.v
`timescale 1ns / 1ps
module AHB_to_ACC(
	input clk,reset,
	input        HSEL,
	input        HREADY,
	input [1:0]  HTRANS,
	input [2:0]  HSIZE,
	input        HWRITE,
	input [31:0] HADDR,
	input [31:0] HWDATA,
	output [31:0]addr,
	output 		 en_w,en_r,
	output [31:0]ACC_data_in,
	input [31:0] ACC_data_out,
	output[31:0] HRDATA,
	output       HREADYOUT
    );
	logic ahb_access = HTRANS[1] & HSEL & HREADY;
	logic ahb_write  = ahb_access &  HWRITE;
    logic ahb_read   = ahb_access & (~HWRITE);
	logic [31:0] wdata_d1,addr_d1;
	logic sel_d1;
	assign en_w = HSEL;
	assign ACC_data_in= sel_d1 ? wdata_d1:32'd0;
	assign addr = sel_d1 ? addr_d1: 32'd0;
	always_ff@(posedge clk, posedge reset) begin
		if(reset)begin
			wdata_d1<=32'd0;
			addr_d1<=32'd0;
			sel_d1<=1'd0;
		end
		else begin
			wdata_d1<=HWDATA;
			addr_d1<=HADDR;
			sel_d1<=HSEL;
		end
	end
endmodule
==> impl_metrics.ini <==
; synthesis and place-and-route metrics
[pwr]
p_leak_nw = 2.092
ir_worst_vdd_mv = 0.4345
powerDensity_nw_per_um2 = 903.3

[setup_path]
worstSetupPathType = reg -> out
critPathArrivalTime_ns = 1.43
required_ns = 1.36
crit_path_max_fanout = 7
crit_path_end_kind = output pin
crit_chain = buf_12 -> buf_16 -> buf_8 -> and2_4 -> buf_6
startpoint_type = flip-flop
cp_slowest_stage_delay_ns = 0.44
crit_slowest_cell = dfrtp_2

[hold_path]
hold_depth = 1
hold_class = in -> reg

[yosys]
top_area_cell = dfrtp_1
synth-edff-count = 0
top_cell_area_share = 0.6757
synth-warning-count = 35
syn_area_um2 = 2407
synth.distinct_cells = 6
synthMostInstantiatedCell = dfrtp_1
syn_avg_cell_area_um2 = 14.00
synth_chip_area_um2 = 2407
ys_top_cells_by_count = dfrtp_1, and2_2, buf_4
yosys-top-cells-area = dfrtp_1, and2_2, buf_4, clkbuf_2, conb_1
numSynthFlops = 65
ys.flop_type = dfrtp_1
synth-async-reset-ratio = 1.000
synthCells = 172
yosysSeqAreaShare = 0.6757
ys_cells = 172

[die]
die-area_um2 = 22800
std_cell_rows = 47
die_height_um = 151
fp.dieW_um = 151
io_pins = 205
core_area_um2 = 16700
fp_util = 0.1441

[detailed_routing]
drtPass1Iterations = 2
via_per_inst = 3.038
drc_errors = 0
routed_wl_um = 8671
routedWlPerCell_um = 15.79
drt_iter0_drc = 26
antenna_cells = 0
vias = 1668
drtAntennaViolNets = 0

[flow_run]
maxCapViolations = 0
warning_count = 66

[placement]
gp_congestion = 0.7387
place_ws_ns = -0.01052
numPortBuffers = 131
hpwl_um = 5920

[timing]
finalCritPeriodShare = 1.041
hold_viol_final = 0
clock.fmax_mhz = 564.8
fin_tns_setup_ns = -0.7301
worst_slack_ns = -0.07054
rsz0062_at_grt = yes
final-setup-viol-count = 14
fin_crit_ns = 1.771
slew_violations = 0

[clock_tree]
clock_sinks = 65
cts_made_buffers = 9
cts-root-buf = clkbuf_16
cts_tree = built
worst_setup_hold_path_clk_slew_ns = 0.05
htreeDepth = 3
clk_path_buf_depth = 2
cts_hold_buf = 0

[global_route]
grt.busiest_layer = met2
grt_antenna_before_repair = 0
grt_pass1_wl_um = 11900
grt_max_degree = 45
grtUsageTotal = 0.07100
met1_usage = 0.08669
globalRouteMet3Util = 0.02816
overflow = 0
grt_pass1_vias = 1843
use_met2 = 0.1176

[run_status]
violations = negative setup slack
outcome = finished, violations left

[layout]
drive_gt1_frac = 0.4985
area_growth_pct = 83.58
-- sequential cells by signal, summed over array words and instances (netlist names) --
name / cells
addr_d1: 32
wdata_d1: 32
sel_d1: 1
-- timing repair --
item,CTS,global route
resized,235,75
endpoints found under the setup margin,64,61
gates cloned,5,2
setup buffers,10,1
pin swaps,1,2
-- logic make-up (layout without fill, tap and decap cells) --
logic type / after synthesis / after routing / share of synthesized area
other: 1 / 34 / 0.001558
buffers and inverters: 42 / 166 / 0.1232
AND/OR/NAND/NOR: 64 / 64 / 0.1996
flip-flops: 65 / 65 / 0.6757
-- stage by stage --
stage | hold slack (ns) | std cells | util | power, mW | cell area, um^2
6_report | 0.1819 | 549 | 0.2646 | 3.992 | 4419
5_1_grt | 0.1712 | 549 | 0.2646 | 4.198 | 4419
4_1_cts | 0.3850 | 547 | 0.2585 | 4.023 | 4318
3_5_place_dp | 0.7531 | 519 | 0.2333 | 2.130 | 3896
3_3_place_gp | 0.7525 | 519 | 0.2333 | 2.126 | 3896
2_1_floorplan | 0.3714 | 205 | - | 1.809 | 2535
-- report_power, final --
group | total [mW] | leakage [nW] | switching [mW] | internal, mW
sequential | 1.65 | 0.756 | 0.0221 | 1.63
clock | 1.79 | 0.144 | 0.638 | 1.15
combinational | 0.557 | 1.19 | 0.159 | 0.398
-- critical path: cells and delay by family, from the launching register on --
| family | cells | cell delay (ns) |
|---|---|---|
| buf+inv | 4 | 0.52 |
| flops | 1 | 0.44 |
| simple gates | 1 | 0.13 |
-- final cells by class --
| cell class | count | area (um^2) |
|---|---|---|
| Tap cell | 220 | 275.3 |
| Inverter | 1 | 7.507 |
| Sequential cell | 65 | 1628 |
| Multi-Input combinational cell | 98 | 688.2 |
| Timing Repair Buffer | 151 | 1536 |
| Fill cell | 1746 | 12280 |
| Clock buffer | 10 | 239.0 |
| Clock inverter | 4 | 45.04 |
-- layer usage --
metal  up-vias  wire, um
met5         -         0
met4         0       180
met3        13       727
met2        80      4404
met1       818      3358
li1        757         -
-- layout by cell type (no fill, tap or decap) --
cell type,synthesis,routed
conb_1,1,34
dlymetal6s2s_1,0,1
clkinvlp_4,0,1
buf_6,0,32
clkbuf_2,6,14
dfrtp_2,0,1
clkinv_2,0,3
and2_4,0,64
bufinv_16,0,1
clkdlybuf4s50_1,0,66
clkbuf_16,0,11
buf_12,0,4
buf_2,0,24
buf_8,0,3
buf_16,0,5
clkbuf_8,0,1
dfrtp_1,65,64
-- final timing paths --
path | from | end | slack, ns
min | HSEL | sel_d1$_DFF_PP0_ | 0.18
max in group asynchronous | reset | wdata_d1[4]$_DFF_PP0_ | 1.02
min in group asynchronous | reset | addr_d1[5]$_DFF_PP0_ | 0.40
max | sel_d1$_DFF_PP0_ | addr[1] | -0.07
No activity file was given, so power comes from the tool's default toggle rates.
